==> /design/flow/run.sh <==
#!/bin/bash
# OpenROAD 26Q1-2900-gdf79404cd8, Yosys 0.63+post, stock flow scripts
make -C /OpenROAD-flow-scripts/flow DESIGN_CONFIG=/design/flow/config.mk WORK_HOME=/design/flow/orfs finish
==> /design/flow/config.mk <==
export PLATFORM = sky130hd
export DESIGN_NAME = wbi2cslave
export DESIGN_NICKNAME = wbi2cslave
export VERILOG_FILES = /design/flow/design.v
export SDC_FILE = /design/flow/constraint.sdc
export NUM_CORES = 4
export LEC_CHECK = 1
export CORE_UTILIZATION = 50
==> /design/flow/constraint.sdc <==
current_design wbi2cslave

set clk_period 32.5
set clk_io_pct 0.2

create_clock -name clk0 -period $clk_period [get_ports {i_clk}]

set non_clock_inputs [all_inputs -no_clocks]
set_input_delay [expr $clk_period * $clk_io_pct] -clock clk0 $non_clock_inputs
set_output_delay [expr $clk_period * $clk_io_pct] -clock clk0 [all_outputs]
==> /design/flow/design.v <==
`default_nettype	none
module	wbi2cslave #(
		parameter	INITIAL_MEM = "",
		parameter [0:0]	WB_READ_ONLY  = 1'b0,
		parameter [0:0]	I2C_READ_ONLY = 1'b0,
		parameter [0:0]	AXIS_SUPPORT  = 1'b1,
		parameter [6:0]	SLAVE_ADDRESS = 7'h50,
		parameter	MEM_ADDR_BITS = 8
	) (
		input	wire		i_clk, i_reset,
		input	wire		i_wb_cyc, i_wb_stb, i_wb_we,
		input	wire	[(MEM_ADDR_BITS-3):0]	i_wb_addr,
		input	wire	[31:0]	i_wb_data,
		input	wire	[3:0]	i_wb_sel,
		output	wire		o_wb_stall,
		output	reg		o_wb_ack,
		output	reg	[31:0]	o_wb_data,
		input	wire		s_valid,
		output	wire		s_ready,
		input	wire	[7:0]	s_data,
		input	wire		s_last,
		input	wire		i_i2c_scl, i_i2c_sda,
		output	reg		o_i2c_scl, o_i2c_sda,
		output	wire	[31:0]	o_dbg
	);
	localparam [0:0] READ_ONLY = WB_READ_ONLY && I2C_READ_ONLY
							&& !AXIS_SUPPORT;
	localparam [2:0]	I2CIDLE	 = 3'h0,
				I2CSTART = 3'h1,
				I2CADDR	 = 3'h2,
				I2CSACK	 = 3'h3, 
				I2CRX	 = 3'h4, 
				I2CMACK	 = 3'h5, 
				I2CTX	 = 3'h6, 
				I2CILLEGAL= 3'h7;
	localparam	[1:0]	BUS_IDLE = 2'b00,
				BUS_READ = 2'b01,
				BUS_SEND = 2'b10;
	reg	[31:0]	mem	[0:((1<<(MEM_ADDR_BITS-2))-1)];
	reg	[4:0]	wr_stb;
	reg	[7:0]	i2c_addr;
	wire	[7:0]	wr_data;
	reg	[3:0]	r_we;
	reg	[31:0]	r_data;
	reg	[(MEM_ADDR_BITS-3):0]	r_addr;
	reg	[(2*PL-1):0]	i2c_pipe;
	reg	last_scl, last_sda;
	wire	this_scl   = i2c_pipe[(2*PL-1)];
	wire	this_sda   = i2c_pipe[(2*PL-2)];
	wire	i2c_posedge= (!last_scl)&&( this_scl);
	wire	i2c_negedge= ( last_scl)&&(!this_scl);
	wire	i2c_start  = ( last_scl)&&( this_scl)&&( last_sda)&&(!this_sda);
	wire	i2c_stop   = ( last_scl)&&( this_scl)&&(!last_sda)&&( this_sda);
	reg	[2:0]	i2c_state;
	reg	[7:0]	dreg, oreg, rd_val, i2c_rx_byte;
	wire	[7:0]	i2c_tx_byte;
	reg	[2:0]	dbits;
	reg		slave_tx_rx_n, i2c_slave_ack, i2c_rx_stb, i2c_tx_stb;
	reg	[1:0]	bus_state;
	reg		go_bus_idle, wr_complete,
			bus_rd_stb, bus_wr_stb;
	reg	[2:0]	wr_pipe;
	reg	[31:0]	pipe_mem;
	reg	[1:0]	pipe_sel;
	reg	r_trigger;
	wire	[MEM_ADDR_BITS-1:0]	axis_addr;
	initial begin
		if (INITIAL_MEM != "")
			$readmemh(INITIAL_MEM, mem);
	end
	initial	r_we = 4'h0;
	always @(posedge i_clk)
	begin
		if (!READ_ONLY)
		begin
			if ((!I2C_READ_ONLY)&&(wr_stb[4]))
			begin
				r_we <= wr_stb[3:0];
				r_addr <= i2c_addr[MEM_ADDR_BITS-1:2];
				r_data <= {(4){wr_data}};
			end else if (AXIS_SUPPORT && s_valid && s_ready)
			begin
				r_we <= (4'b1000 >> axis_addr[1:0]);
				r_addr <= axis_addr[MEM_ADDR_BITS-1:2];
				r_data <= {(4){s_data}};
			end else if ((!WB_READ_ONLY)&&(i_wb_stb)&&(i_wb_we))
			begin
				r_we <= i_wb_sel;
				r_addr <= i_wb_addr;
				r_data <= i_wb_data;
			end
		end else
			r_we <= 4'h0;
		if (i_reset)
			r_we <= 4'h0;
	end
	always @(posedge i_clk)
		o_wb_data <= mem[ i_wb_addr[(MEM_ADDR_BITS-3):0] ];
	initial	o_wb_ack = 1'b0;
	always @(posedge i_clk)
		o_wb_ack <= (i_wb_stb)&&(!o_wb_stall);
	assign	o_wb_stall = i_wb_we && ((!I2C_READ_ONLY && wr_stb[4])
						|| (AXIS_SUPPORT && s_valid));
	generate if (AXIS_SUPPORT)
	begin : GEN_AXIS_ADDR
		reg	[MEM_ADDR_BITS-1:0]	r_axis_addr;
		initial	r_axis_addr = 0;
		always @(posedge i_clk)
		if (i_reset)
			r_axis_addr <= 0;
		else if (s_valid && s_ready)
		begin
			if (s_last)
				r_axis_addr <= 0;
			else
				r_axis_addr <= axis_addr + 1;
		end
		assign	axis_addr = r_axis_addr;
	end else begin : NO_AXIS_ADDR_SUPPORT
		assign	axis_addr = 0;
	end endgenerate
	assign	s_ready = (!AXIS_SUPPORT || I2C_READ_ONLY || !wr_stb[4]);
	always @(posedge i_clk)
	if (!READ_ONLY)
	begin
		if (r_we[3])
			mem[r_addr][31:24] <= r_data[31:24];
		if (r_we[2])
			mem[r_addr][23:16] <= r_data[23:16];
		if (r_we[1])
			mem[r_addr][15: 8] <= r_data[15: 8];
		if (r_we[0])
			mem[r_addr][ 7: 0] <= r_data[ 7: 0];
	end
	localparam	PL=2;
	always @(posedge i_clk)
		i2c_pipe <= { i2c_pipe[(2*PL-3):0], i_i2c_scl, i_i2c_sda };
	always @(posedge i_clk)
	begin
		last_scl <= i2c_pipe[(2*PL-1)];
		last_sda <= i2c_pipe[(2*PL-2)];
	end
	initial	i2c_state = I2CIDLE;
	initial	o_i2c_scl = 1'b1;
	initial	o_i2c_sda = 1'b1;
	initial	i2c_slave_ack  = 1'b1;
	always	@(posedge i_clk)
	begin
		o_i2c_scl <= 1'b1;
		o_i2c_sda <= 1'b1;
		i2c_tx_stb <= 1'b0;
		i2c_rx_stb <= 1'b0;
		if (i2c_posedge)
			dreg  <= { dreg[6:0], this_sda };
		if (i2c_negedge)
			oreg  <= { oreg[6:0], oreg[0] };
		case(i2c_state)
		I2CIDLE: begin
			dbits <= 0;
			if (i2c_start)
				i2c_state <= I2CSTART;
			end
		I2CSTART: begin
			dbits <= 0;
			oreg <= 8'hff;
			if (i2c_negedge)
				i2c_state <= I2CADDR;
			end
		I2CADDR: begin
			if (i2c_negedge)
				dbits <= dbits + 1'b1;
			if ((i2c_negedge)&&(dbits == 3'h7))
			begin
				slave_tx_rx_n <= dreg[0];
				if (dreg[7:1] == SLAVE_ADDRESS)
				begin
					i2c_state <= I2CSACK;
					i2c_slave_ack <= 1'b0;
				end else begin
					i2c_state <= I2CILLEGAL;
					i2c_slave_ack <= 1'b1;
				end
			end end
		I2CSACK: begin
			dbits <= 3'h0;
			o_i2c_sda <= i2c_slave_ack;
			oreg <= rd_val;
			if (i2c_negedge)
			begin
				i2c_state <= (slave_tx_rx_n)? I2CTX:I2CRX;
				oreg <= i2c_tx_byte;
			end end
		I2CRX: begin	 
			if (i2c_negedge)
				dbits <= dbits + 1'b1;
			if ((i2c_negedge)&&(dbits == 3'h7))
			begin
				i2c_rx_byte <= dreg;
				i2c_rx_stb  <= 1'b1;
				i2c_state <= I2CSACK;
			end end
		I2CTX: begin	 
			o_i2c_sda <= oreg[7];
			if (i2c_negedge)
				dbits <= dbits + 1'b1;
			if ((i2c_negedge)&&(dbits == 3'h7))
			begin
				i2c_tx_stb <= 1'b1;
				i2c_state <= I2CMACK;
			end end
		I2CMACK: begin
			dbits <= 3'h0;
			if (i2c_negedge)
				i2c_state <= (this_sda)? I2CIDLE:I2CTX;
			oreg <= i2c_tx_byte;
			end
		I2CILLEGAL:	dbits <= 3'h0;
		endcase
		if (i2c_stop)
			i2c_state <= I2CIDLE;
		else if (i2c_start)
			i2c_state <= I2CSTART;
	end
	initial		wr_complete = 1'b0;
	initial		bus_rd_stb  = 1'b0;
	initial		bus_wr_stb  = 1'b0;
	initial		bus_state   = BUS_IDLE;
	initial		go_bus_idle = 1'b0;
	always @(posedge i_clk)
	begin
		go_bus_idle <= ((i2c_state == I2CIDLE)
				||(i2c_state == I2CSTART)
				||(i2c_state == I2CILLEGAL));
		bus_rd_stb <= 1'b0;
		bus_wr_stb <= 1'b0;
		if (go_bus_idle)
			bus_state <= BUS_IDLE;
		else case(bus_state)
		BUS_IDLE: begin
			if (i2c_rx_stb)
			begin
				i2c_addr <= i2c_rx_byte;
				bus_state <= BUS_READ;
				bus_rd_stb <= 1'b1;
			end else if (i2c_tx_stb)
			begin
				bus_state <= BUS_SEND;
				i2c_addr <= i2c_addr + 1'b1;
				bus_rd_stb <= 1'b1;
			end end
		BUS_READ: if (i2c_rx_stb)
			begin
				bus_wr_stb <= (!I2C_READ_ONLY);
			end
		BUS_SEND: if (i2c_tx_stb)
			begin
				i2c_addr <= i2c_addr + 1'b1;
				bus_rd_stb <= 1'b1;
			end
		default: begin end
		endcase
		if (wr_complete)
		begin
			i2c_addr <= i2c_addr + 1'b1;
			bus_rd_stb <= 1'b1;
		end
	end
	initial	wr_pipe     = 3'h0;
	initial	wr_complete = 1'b0;
	always @(posedge i_clk)
		wr_pipe <= { wr_pipe[1:0], bus_wr_stb };
	always @(posedge i_clk)
		wr_complete <= wr_pipe[2];
	initial	wr_stb = 5'b0;
	always @(posedge i_clk)
	if (!I2C_READ_ONLY)
	begin
		wr_stb[4]  <= bus_wr_stb;
		wr_stb[3]  <= (bus_wr_stb)&&(i2c_addr[1:0]==2'b00);
		wr_stb[2]  <= (bus_wr_stb)&&(i2c_addr[1:0]==2'b01);
		wr_stb[1]  <= (bus_wr_stb)&&(i2c_addr[1:0]==2'b10);
		wr_stb[0]  <= (bus_wr_stb)&&(i2c_addr[1:0]==2'b11);
	end
	assign	wr_data = i2c_rx_byte;
	always @(posedge i_clk)
	if(bus_rd_stb)
		pipe_mem <= mem[i2c_addr[(MEM_ADDR_BITS-1):2]];
	always @(posedge i_clk)
	if (bus_rd_stb)
		pipe_sel <= i2c_addr[1:0];
	always @(posedge i_clk)
	case(pipe_sel)
	2'b00: rd_val <= pipe_mem[31:24];
	2'b01: rd_val <= pipe_mem[23:16];
	2'b10: rd_val <= pipe_mem[15: 8];
	2'b11: rd_val <= pipe_mem[ 7: 0];
	endcase
	assign	i2c_tx_byte = rd_val;
	initial	r_trigger = 1'b0;
	always @(posedge i_clk)
		r_trigger <= i2c_start;
	assign	o_dbg = { r_trigger, (i2c_start || i2c_stop),
				(i2c_start||i2c_stop) ? {i2c_start, i2c_stop}
						: i2c_state[1:0],
			i_wb_stb, i_wb_we && i_wb_stb, o_wb_stall,
				o_wb_ack, dbits[1:0],
				(i_wb_stb ? i_wb_addr[5:0] : 6'h0),	 
			s_valid, s_ready, s_last, 1'b0, s_data,	 
			this_scl, this_sda, o_i2c_scl, o_i2c_sda	 
			};
	wire	[1:0]	unused;
	assign	unused = { i_wb_cyc, i_reset };
endmodule
==> changes_impl.md <==
## Implementation

* Post-cts gate resize count at 0
* Post-layout util at 56.2%
* Warnings, synthesis at 1
* Ys async rst share at 0%
* Number of global-route vias before repair at between 60k and 70k
* Post-synth EDFFs at 2157
* Pwr Total at 8.17 mW
* Post-route DRC at 0
* Top Usage Layer GRT: met2
* Crit share post-route at 44.5%
* Clock Sinks at 2236
* Synth Seq Share at approximately 64%
* Synthesized area at 103000 µm²
* Gr ovfl total at 0
* Number of buffers added on ports at 123
* Maximum vdd ir drop at 64.0 µV
* Reg2reg path depth at 9
* Hold_buf cts at 0
* Startpoint type of the worst setup path: input port
* Die Area at 208000 µm²
* Post-synthesis cell count at ~5.3k
* Min-Delay Path Class: flop to flop
* CTS HTree Levels at 4
* Origin of the critical flop-to-flop path: i2c_addr[2]$_DFFE_PP_
* Cell Type Count at 63
* Rel. slew slack at between 10% and 20%
* Die height at 456 µm
* Max cap viols at 0
* Min cycle time layout at 14.46 ns
* Critical Path, Cell by Cell: clkdlybuf4s50_1 > and2_1 > clkdlybuf4s50_1
* Vias at 57.3k
* Hold Path End: wr_pipe[2]$_DFF_P_
* Die width at 456 µm
* Design Area, Final at 115000 µm²
* Sum of buffers and inverters on the critical path at 2
* Top Ports at 128
* # rows at approximately 170
* Crit path DAT at about 8.0 ns
* Met3 GRT Util at 30.6%
* Tool warning count at 33
* Initial antenna violation count at roughly 52
* Status: completed
* Reg clk slew, reported paths at approximately 0.060 ns
* Comb area leader: multiplexers
* Most used cell, CP: clkdlybuf4s50_1
* Final setup fails at 0
* Most used DFF post-synth: edfxtp_1
* Yosys chip area at 103000 µm²
* Post-CTS setup buffer count at 0
* Synthesized registers at between 2k and 2.5k
* Slowest stage delay, CP at ~0.76 ns
* Max Fclk at around 0.069 GHz
* Mux cell area share at 25.3%
* DP Area at 107000 µm²
* Routed WL per cell at 40.5 µm
* Clk Tree Root Cell: clkbuf_16
* Pleak at 35.9 nW
* Critical path type: input port to output pin
* Most frequent logic cell in the layout: edfxtp_1
* TritonCTS clock tree: built
* Core Area at 205000 µm²
* RSZ-0062 raised after global routing: no
* Worst Path Required at 26.00 ns
* Delay-heaviest family, CP: buffers and inverters
* XOR/XNOR Area Share at less than 1%
* Worst Tran Pin Value at 1.22 ns
* Min-Delay Startpoint: wr_pipe[1]$_DFF_P_
* M2 GR Usage at between 50% and 60%
* First-pass GRT wire length at 474000 µm
* FP Util at 50.4%
* # Cells Yosys at 5296
* Clk buf depth at 3
* Final hold viol count at 0
* Number of detailed-route iterations in the first pass at 7
* Adder share at 0.143%
* CP max FO at 9
* Final wirelength at 341000 µm
* Area Overhead vs Synth at 11.5%
* Pwr/cell area at 71.0 nW/µm²
* R2R Setup Slk at around 27 ns
* Crit-path slowest cell: clkdlybuf4s50_1
* Simple Share, Synth at 3.91%
* Most numerous logic cells after layout: 2157 x edfxtp_1, 1103 x mux4_2, 272 x and2_1, 237 x buf_4, 236 x clkbuf_16
* Post-DRT Antenna Nets at 0
* Worst hold stages at 0
* Met1 GRT Util at 44.5%
* # fillers at 15.1k
* Drt initial violations at 3828
* Clock Latency Late Sink at 0.88 ns
* Inserted Clock Buffers at 231
* Worst Skew at 0.0292 ns
* Gpl congestion at 0.976
* Mean area per synthesized cell at 19.5 µm²
* GRT Resource Usage Total at 37.6%
* Via density at between 6 and 7
* Critical path endpoint category: output pin
* AO/OA Area Share at 3.81%
* Largest net degree at the start of global routing at 75
* TNS Setup at 0 ns
* Layout cell share with drive strength beyond 1 at a little under a third
* Final Max Slew Viols at 0
* Reg2reg end: pipe_mem[2]$_DFFE_PP_
* Dpl hpwl at 222000 µm
logic make-up (layout without fill, tap and decap cells):
group / count (synthesis) / count (layout)
other cells: 2 / 75
mux: 1227 / 1227
compound gates: 568 / 568
fa+ha+maj: 12 / 12
simple gates: 780 / 780
buf+inv: 462 / 821
flops: 2236 / 2236
xor+xnor: 9 / 9
layer usage:
layer  share of wire (%)  vias up
li1                    -    22980
met5                0.53        -
met4                 5.4       63
met2                  46     4342
met3                  19      815
met1                  29    29097
sequential cells by signal, indices dropped and copies added, names as in the netlist, 4 cells and up:
name	flops
mem	2048
o_wb_data	32
pipe_mem	32
r_data	32
GEN_AXIS_ADDR.r_axis_addr	8
dreg	8
i2c_addr	8
i2c_rx_byte	8
oreg	8
rd_val	8
r_addr	6
i2c_pipe	4
r_we	4
wr_stb	4
power breakdown:
group	switching (mW)	internal [mW]	total, mW
combinational	1.34	0.889	2.23
sequential	0.0462	3.25	3.30
clock	1.11	1.53	2.64
Yosys cell counts (4+ instances only):
cell / n / area share (%)
a31oi_1: 24 / 0.15
a22o_1: 23 / 0.20
buf_1: 41 / 0.15
nor2b_1: 21 / 0.13
or3b_2: 4 / 0.034
mux2i_1: 87 / 0.84
a221oi_1: 21 / 0.18
a211oi_1: 20 / 0.15
o221ai_1: 38 / 0.32
buf_4: 89 / 0.65
nand2_1: 169 / 0.61
nand3b_1: 9 / 0.065
and3_1: 9 / 0.055
buf_6: 43 / 0.47
and2_1: 275 / 1.7
o22a_1: 8 / 0.068
nand3_1: 63 / 0.31
mux4_2: 1103 / 24
ha_1: 11 / 0.13
a2bb2oi_1: 7 / 0.059
dfxtp_1: 79 / 1.5
o21ai_0: 65 / 0.32
a22oi_1: 161 / 1.2
a32oi_1: 12 / 0.10
o22ai_1: 63 / 0.38
xor2_1: 7 / 0.059
clkbuf_1: 189 / 0.69
nor2_1: 142 / 0.52
inv_1: 17 / 0.062
o211ai_1: 6 / 0.044
edfxtp_1: 2157 / 63
buf_2: 78 / 0.38
a21o_1: 6 / 0.044
nand2b_1: 55 / 0.33
a21oi_1: 92 / 0.45
mux2_2: 37 / 0.40
nor3_1: 20 / 0.097
through the flow:
step	hold slack [ns]	cells	setup slack [ns]
2_1_floorplan	0.310	5297	18.32
3_3_place_gp	0.314	7909	18.07
3_5_place_dp	0.317	7909	18.05
4_1_cts	0.331	8344	18.04
5_1_grt	0.337	8377	18.00
6_report	0.327	8416	18.04
cell type report:
| class | count | area, µm² | share of cell area, % |
|---|---|---|---|
| Clock buffer | 319 | 6360 | 5.53 |
| Clock inverter | 116 | 1140 | 0.994 |
| Antenna cell | 72 | 180 | 0.157 |
| Inverter | 22 | 92.6 | 0.0805 |
| Sequential cell | 2236 | 66400 | 57.7 |
| Tap cell | 2688 | 3360 | 2.92 |
| Multi-Input combinational cell | 2599 | 34400 | 29.9 |
| Timing Repair Buffer | 364 | 3100 | 2.69 |
how the worst max path moves through the flow:
| stage | from | cells after the start | slack [ns] | endpoint |
|---|---|---|---|---|
| final | i_wb_stb | 3 | 18.04 | o_dbg[26] |
| after CTS | i_wb_stb | 3 | 18.04 | o_dbg[26] |
| after global routing | i_wb_stb | 3 | 18.00 | o_dbg[26] |
Power figures rest on the tool's default switching activity, not on a simulated workload.
